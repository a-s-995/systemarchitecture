==> /design/flow/design.v <==
module Datapath(
	input         clk, reset,
	input         memtoreg,
	input         dobranch,
	input         alusrcbimm,
	input  [4:0]  destreg,
	input         regwrite,
	input         jump,
	input  [2:0]  alucontrol,
	output        zero,
	output [31:0] pc,
	input  [31:0] instr,
	output [31:0] aluout,
	output [31:0] writedata,
	input  [31:0] readdata
);
	wire [31:0] pc;
	wire [31:0] signimm;
	wire [31:0] srca, srcb, srcbimm;
	wire [31:0] result;
	ProgramCounter pcenv(clk, reset, dobranch, signimm, jump, instr[25:0], pc);
	SignExtension se(instr[15:0], signimm);
	assign srcbimm = alusrcbimm ? signimm : srcb;
	ArithmeticLogicUnit alu(srca, srcbimm, alucontrol, aluout, zero);
	assign result = memtoreg ? readdata : aluout;
	assign writedata = srcb;
	RegisterFile gpr(clk, regwrite, instr[25:21], instr[20:16],
	               destreg, result, srca, srcb);
endmodule
module ProgramCounter(
	input         clk,
	input         reset,
	input         dobranch,
	input  [31:0] branchoffset,
	input         dojump,
	input  [25:0] jumptarget,
	output [31:0] progcounter
);
	reg  [31:0] pc;
	wire [31:0] incpc, branchpc, nextpc;
	Adder pcinc(.a(pc), .b(32'b100), .cin(1'b0), .y(incpc));
	Adder pcbranch(.a(incpc), .b({branchoffset[29:0], 2'b00}), .cin(1'b0), .y(branchpc));
	assign nextpc = dojump   ? {incpc[31:28], jumptarget, 2'b00} :
	                dobranch ? branchpc :
	                           incpc;
	always @(posedge clk)
	begin
		if (reset) begin  
			pc <= 'b0;
		end else begin
			pc <= nextpc;
		end
	end
	assign progcounter = pc;
endmodule
module RegisterFile(
	input         clk,
	input         we3,
	input  [4:0]  ra1, ra2, wa3,
	input  [31:0] wd3,
	output [31:0] rd1, rd2
);
	reg [31:0] registers[31:0];
	always @(posedge clk)
		if (we3) begin
			registers[wa3] <= wd3;
		end
	assign rd1 = (ra1 != 0) ? registers[ra1] : 0;
	assign rd2 = (ra2 != 0) ? registers[ra2] : 0;
endmodule
module Adder(
	input  [31:0] a, b,
	input         cin,
	output [31:0] y,
	output        cout
);
	assign {cout, y} = a + b + cin;
endmodule
module SignExtension(
	input  [15:0] a,
	output [31:0] y
);
	assign y = {{16{a[15]}}, a};
endmodule
module ArithmeticLogicUnit(
	input  [31:0] a, b,
	input  [2:0]  alucontrol,
	output [31:0] result,
	output        zero
);
endmodule
==> /design/flow/run.sh <==
#!/bin/bash
# OpenROAD 26Q1-2900-gdf79404cd8, Yosys 0.63+post, stock flow scripts
make -C /OpenROAD-flow-scripts/flow DESIGN_CONFIG=/design/flow/config.mk WORK_HOME=/design/flow/orfs finish
==> /design/flow/config.mk <==
export PLATFORM = sky130hd
export DESIGN_NAME = ProgramCounter
export DESIGN_NICKNAME = ProgramCounter
export VERILOG_FILES = /design/flow/design.v
export SDC_FILE = /design/flow/constraint.sdc
export NUM_CORES = 4
export LEC_CHECK = 1
export CORE_UTILIZATION = 40
==> /design/flow/constraint.sdc <==
current_design ProgramCounter

set clk_period 13.7
set clk_io_pct 0.2

create_clock -name clk0 -period $clk_period [get_ports {clk}]

set non_clock_inputs [all_inputs -no_clocks]
set_input_delay [expr $clk_period * $clk_io_pct] -clock clk0 $non_clock_inputs
set_output_delay [expr $clk_period * $clk_io_pct] -clock clk0 [all_outputs]
==> run summary <==
The layout was made with Yosys and OpenROAD.

The share of the core filled with cells in the final layout is 0.550. The final wirelength is 11.4 mm. The worst setup path is of the primary input to register kind. In the synthesized netlist, the number of instances is 462. The largest vdd supply drop is 0.0410 mV.

The leakage component of the power was reported as 1.84 nW. The via-per-instance ratio is 5.77. The total design power is 0.394 mW. The final timing report counts setup violations totalling 0.

For this run, the chip area from Yosys synthesis comes to 3540 µm². The height of the chip is 96.0 µm. The maximum clock frequency is 0.201 GHz. The mean instance size in the synthesized netlist is 7.66 µm². The script logs the mean routed wire length per placed instance as 17.6 µm. The worst register-to-register path has a setup slack of 10.00 ns. The total die size is 9220 µm².

The hold buffer count at CTS is 0. The worst path buffer plus inverter count is 1. The synthesis report gives the async set-or-reset register share as 0. The reg-to-reg startpoint is pc[14]. For the worst-skew pair, the clock arrives at the later sink with an insertion delay of 0.29 ns.

In the final timing run, aggregate negative setup slack is 0 ns. Among cell families on the critical path, the largest total delay comes from AND-OR/OR-AND gates. STA classifies the critical path startpoint as a primary input. The first-pass iteration count of the detailed router is 5. In this run the count of I/O pins placed on the die edge is 94. The slowest stage cell on the critical path is sky130_fd_sc_hd__clkdlybuf4s50_1. The total via count in the routed design is 3736. The registers reported with the highest flop counts are pc (30). In the routed design, unresolved DRC markers number 0. 0 antenna diodes ended up in the layout. The post-synth register bit count is 30. The register with the most flip-flops in the layout has 30 of them. The commonest register cell after synthesis is sky130_fd_sc_hd__dfxtp_1. The worst setup path endpoint is pc[20]. Per the run summary, max-cap violations total 0.

For the worst flop-to-flop path, the logic depth is 13. For this design, Yosys synthesis ends with a cell count of 462. Summed over all routing layers, the global router reports a total usage of 0.259.

TritonCTS built the clock tree. The first global-routing pass estimated 17.7 mm of wire. The final HPWL from detailed placement is 8.98 mm. The CTS log lists the clock sinks for this run as 30. Compared with the post-synthesis result, the final layout area differs by 30.4%.

The cell sitting at the root of the clock tree is a sky130_fd_sc_hd__clkbuf_8. The cell depth of the worst setup path is 10. Gates resized during post-CTS repair numbered 0. The worst setup path is captured at a register.

The end of the worst register-to-register path is pc[31]. The worst hold path begins at pc[31]. The gate-level netlist out of Yosys references 66 unique cell types.

The count of buffers added on input and output ports is 89. The pin count of the biggest net entering global routing is 30. The leftover overflow at the end of global routing is 0. According to the floorplan report, the die width is 96.0 µm.

The flow ran to the end, and the final reports show no timing, DRC or antenna violations. In this run the core area contains 33 standard-cell rows. The core region is 8380 µm². For this block, the initial DRC count from the detailed router was 152. In this run the worst setup path begins at branchoffset[0]. The number of enable flip-flop cells is 0. The number of setup buffers added after CTS is 0.

In this run the number of H-tree levels came out at 2. The class of the tightest hold or removal check is register to register. The post-route antenna net violation count is 0. The OpenROAD warning count is 34. In the finished design, the share of the clock period the worst path needs comes to 0.363. Of the cells placed in the final design, the portion with a size suffix greater than 1 is 0.0554. The final timing report derives a shortest allowable period of 4.97 ns. At the pin with the least slew margin, the transition time is 0.533 ns. Clock tree synthesis inserted a total of 5 buffers. The cell sequence reported for the critical path is clkdlybuf4s50_1 -> ha_1 -> fa_1 -> a21o_1 -> nand4_1 -> a211oi_1 -> nor2_1 -> o21ai_1 -> xnor2_1 -> a2111oi_2. The number of antenna violations at the first check in global routing is 0. For the worst setup path, the data required time is 13.89 ns. The number of hold violations in the final report is 0. The worst endpoint data arrival time is 5.16 ns.

The placer's final routability congestion estimate is 0.935. The sequential cell area fraction in the yosys report is 0.170. The register with the most flip-flops in the final layout is pc. Looking at the critical path, the highest net fanout was 3. The setup clock skew after layout is 0.00434 ns.

In the final report, the number of pins over their slew limit comes to 0. The area of the mapped netlist is 3540 µm². The total power per unit cell area is 85.4 nW/µm². On the reported timing paths, the clock transition at the registers reads 0.07 ns.

The relative slew slack is 0.640. Setup repair after global routing left no endpoint under its margin. The via count of the first global-routing pass was 3543. The synthesis report lists the Yosys warning total as 1.

In the floorplan report the effective utilization is 0.422. The maximum clock insertion buffer count is 2. The longest incremental delay of any stage on the critical path is reported as 0.46 ns.
[per-layer routing]
| metal | wire [µm] | track usage | vias to the layer above |
|---|---|---|---|
| met3 | 781 | 0.0241 | 20 |
| met5 | 0 | 0 | - |
| met1 | 5260 | 0.370 | 1677 |
| li1 | - | - | 1870 |
| met4 | 212 | 0.0448 | 0 |
| met2 | 5160 | 0.433 | 169 |
[cell usage after synthesis (7+ instances only)]
cell                       count  area share
sky130_fd_sc_hd__a211oi_1     17       0.036
sky130_fd_sc_hd__a21o_1        9       0.019
sky130_fd_sc_hd__a21oi_1      39       0.055
sky130_fd_sc_hd__clkbuf_1     13       0.014
sky130_fd_sc_hd__dfxtp_1      30        0.17
sky130_fd_sc_hd__ha_1         37        0.13
sky130_fd_sc_hd__inv_1         9      0.0096
sky130_fd_sc_hd__nand2_1      40       0.042
sky130_fd_sc_hd__nand3_1      15       0.021
sky130_fd_sc_hd__nand4_1      14       0.025
sky130_fd_sc_hd__nor2_1       45       0.048
sky130_fd_sc_hd__nor3_1        9       0.013
sky130_fd_sc_hd__o211ai_1      7       0.015
sky130_fd_sc_hd__o21ai_0      16       0.023
sky130_fd_sc_hd__o21ai_1       8       0.011
sky130_fd_sc_hd__o221ai_1      7       0.017
sky130_fd_sc_hd__xnor2_1      31       0.077
sky130_fd_sc_hd__xor2_1       16       0.040
[metrics by stage]
step | cells | setup slack (ns) | hold WS (ns) | cell area (µm²)
2_1_floorplan | 463 | 9.14 | 0.586 | 3540
3_3_place_gp | 639 | 8.44 | 0.641 | 4470
3_5_place_dp | 639 | 8.46 | 0.636 | 4470
4_1_cts | 647 | 8.75 | 0.654 | 4610
5_1_grt | 647 | 8.54 | 0.704 | 4610
6_report | 647 | 8.73 | 0.651 | 4610
[worst register-to-register path, stage by stage, from the launching register on]
cell and delay (ns):
sky130_fd_sc_hd__dfxtp_1 0.50, sky130_fd_sc_hd__and4_4 0.30, sky130_fd_sc_hd__nand4_2 0.16, sky130_fd_sc_hd__nor3_1 0.38
sky130_fd_sc_hd__nand2_1 0.12, sky130_fd_sc_hd__xnor2_1 0.17, sky130_fd_sc_hd__ha_1 0.44, sky130_fd_sc_hd__and4_1 0.24
sky130_fd_sc_hd__nor2b_1 0.27, sky130_fd_sc_hd__o221ai_1 0.21, sky130_fd_sc_hd__a211oi_1 0.47, sky130_fd_sc_hd__nor3_1 0.14
sky130_fd_sc_hd__o21ai_1 0.14, sky130_fd_sc_hd__o31ai_1 0.07
[area by class of cell]
class / instances / area (µm²)
sequential: 30 / 601
inverter: 11 / 46.3
tap: 105 / 131
fill: 785 / 3770
multi-input combinational: 401 / 2780
clock buffer: 6 / 82.6
clock inverter: 2 / 60.1
timing repair buffer: 92 / 913
[power breakdown]
part	internal, mW	total, mW	switching, mW	leakage [nW]
clock	0.0777	0.116	0.0385	0.0714
sequential	0.0957	0.108	0.0123	0.250
combinational	0.0834	0.170	0.0862	1.52
[cell families (layout without fill, tap and decap cells)]
logic type / Yosys count / after routing / synth area share
xor+xnor: 48 / 48 / 0.121
buf+inv: 32 / 111 / 0.0463
other cells: 1 / 2 / 0.00106
fa+ha+maj: 38 / 38 / 0.137
compound gates: 143 / 143 / 0.272
mux: 6 / 6 / 0.0173
flops: 30 / 30 / 0.170
simple gates: 164 / 164 / 0.236
[worst min path at each step]
stage	end	slack (ns)	depth (start not counted)
after CTS	pc[31]	0.65	3
final	pc[31]	0.65	3
after global routing	pc[31]	0.70	3
[cells in the final DEF (no fill, tap or decap), types with 3 or more instances in the layout]
cell type                         count
sky130_fd_sc_hd__clkdlybuf4s50_1     89
sky130_fd_sc_hd__a21boi_0             3
sky130_fd_sc_hd__or3_1                3
sky130_fd_sc_hd__o22ai_1              5
sky130_fd_sc_hd__o21ai_1              8
sky130_fd_sc_hd__nand2_1             40
sky130_fd_sc_hd__o221ai_1             7
sky130_fd_sc_hd__buf_4                3
sky130_fd_sc_hd__nor3_1               9
sky130_fd_sc_hd__dfxtp_1             30
sky130_fd_sc_hd__inv_1                9
sky130_fd_sc_hd__o21bai_1             3
sky130_fd_sc_hd__clkbuf_8             6
sky130_fd_sc_hd__a31oi_1              5
sky130_fd_sc_hd__mux2i_1              5
sky130_fd_sc_hd__and3_1               5
sky130_fd_sc_hd__a21oi_1             39
sky130_fd_sc_hd__nand2b_1             5
sky130_fd_sc_hd__nor2_1              45
sky130_fd_sc_hd__o21ai_0             16
sky130_fd_sc_hd__o211ai_1             7
sky130_fd_sc_hd__nand3_1             15
sky130_fd_sc_hd__and4_1               5
sky130_fd_sc_hd__xor2_1              16
sky130_fd_sc_hd__xnor2_1             31
sky130_fd_sc_hd__a21o_1               9
sky130_fd_sc_hd__a211oi_1            17
sky130_fd_sc_hd__o21a_1               5
sky130_fd_sc_hd__nor4_1               3
sky130_fd_sc_hd__ha_1                37
sky130_fd_sc_hd__nor2b_1              4
sky130_fd_sc_hd__nand4_1             14
sky130_fd_sc_hd__and2_1               4
Power and IR drop assume default switching activity.
